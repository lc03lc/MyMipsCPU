--- ./run.sh ---
#!/bin/bash
# OpenROAD 26Q1-2900-gdf79404cd8, Yosys 0.63+post, stock flow scripts
make -C /OpenROAD-flow-scripts/flow DESIGN_CONFIG=/design/flow/config.mk WORK_HOME=/design/flow/orfs finish
--- ./config.mk ---
export PLATFORM = sky130hd
export DESIGN_NAME = regfile
export DESIGN_NICKNAME = regfile
export VERILOG_FILES = /design/flow/design.v
export SDC_FILE = /design/flow/constraint.sdc
export NUM_CORES = 4
export LEC_CHECK = 1
export CORE_UTILIZATION = 40
--- ./constraint.sdc ---
current_design regfile

set clk_period 11.8
set clk_io_pct 0.2

create_clock -name clk0 -period $clk_period [get_ports {clk}]

set non_clock_inputs [all_inputs -no_clocks]
set_input_delay [expr $clk_period * $clk_io_pct] -clock clk0 $non_clock_inputs
set_output_delay [expr $clk_period * $clk_io_pct] -clock clk0 [all_outputs]
--- ./design.v ---
`timescale 1ns / 1ps
module regfile(
    input wire clk,
    input wire we3,
    input wire[4:0] ra1, ra2, wa3,
    input wire[31:0] wd3,
    output wire[31:0] rd1, rd2
);
    reg [31:0] rf[31:0];  
    always @(negedge clk) begin
        if (we3) begin
            rf[wa3] <= wd3;  
        end
    end
    assign rd1 = (ra1 != 0) ? rf[ra1] : 0;  
    assign rd2 = (ra2 != 0) ? rf[ra2] : 0;  
endmodule
==> impl_results.html <==
<h3>Run summary</h3>
<table>
<tr><th>Metric</th><th>Value</th></tr>
<tr><th colspan="2">Detailed routing</th></tr>
<tr><td>Detailed Routing Iterations Pass 1</td><td>5</td></tr>
<tr><td>Via count</td><td>29600</td></tr>
<tr><td>Final wirelength</td><td>151 mm</td></tr>
<tr><td>Drt initial violations</td><td>1792</td></tr>
<tr><td>Detailed-route vias per instance</td><td>5.82</td></tr>
<tr><td>DRT antenna net count</td><td>0</td></tr>
<tr><td>Number of design rule violations left after detail routing</td><td>0</td></tr>
<tr><td>Routed length per placed instance</td><td>29.7 um</td></tr>
<tr><th colspan="2">Timing</th></tr>
<tr><td>Post-route worst hold slack</td><td>5.80 ns</td></tr>
<tr><td>Final setup vio count</td><td>0</td></tr>
<tr><td>Slew of the pin with the lowest slew margin</td><td>1.05 ns</td></tr>
<tr><td>Setup total negative slack</td><td>0 ns</td></tr>
<tr><td>Max-slew headroom at the worst pin</td><td>29.7%</td></tr>
<tr><td>Final Hold Fails</td><td>0</td></tr>
<tr><td>Max-slew violation count</td><td>0</td></tr>
<tr><td>RSZ-0062 raised after global routing</td><td>false</td></tr>
<tr><th colspan="2">GRT</th></tr>
<tr><td>Global routing usage summed across all routing layers</td><td>28.1%</td></tr>
<tr><td>Wire length of the first global-routing pass</td><td>217 mm</td></tr>
<tr><td>Maximum number of pins on one net before global-route repair</td><td>104</td></tr>
<tr><td>Final global-route overflow total</td><td>0</td></tr>
<tr><td>Vias in the first global route</td><td>34900</td></tr>
<tr><td>Antenna violations before repair</td><td>5</td></tr>
<tr><th colspan="2">Flow run</th></tr>
<tr><td>Tally of max-capacitance violations</td><td>0</td></tr>
<tr><td>Number of warning messages in the logs</td><td>1030</td></tr>
<tr><th colspan="2">Die</th></tr>
<tr><td>Core utilization at floorplan</td><td>40.5%</td></tr>
<tr><td>Die boundary height</td><td>345 um</td></tr>
<tr><td>Width of the die</td><td>345 um</td></tr>
<tr><td>Core area</td><td>0.116 mm^2</td></tr>
<tr><td>Count of pins on the block boundary</td><td>113</td></tr>
<tr><td># rows</td><td>125</td></tr>
<tr><td>Full die area</td><td>0.119 mm^2</td></tr>
<tr><th colspan="2">Power and ir drop</th></tr>
<tr><td>Highest ir drop seen on vdd</td><td>0.113 mV</td></tr>
<tr><td>Net switching component of the power</td><td>2.64 mW</td></tr>
<tr><td>Combinational power share</td><td>7.5%</td></tr>
<tr><td>Total leakage power</td><td>22.4 nW</td></tr>
<tr><td>Clock network fraction of design power</td><td>49.8%</td></tr>
<tr><td>Fraction of power consumed by sequential logic</td><td>42.7%</td></tr>
<tr><td>PwrDens</td><td>165 mW/mm^2</td></tr>
<tr><td>Switching Fraction</td><td>27.5%</td></tr>
<tr><td>Internal portion of total power</td><td>6.96 mW</td></tr>
<tr><th colspan="2">Clock tree</th></tr>
<tr><td>Clk buf depth</td><td>3</td></tr>
<tr><td>Clock buffer count from CTS</td><td>107</td></tr>
<tr><td>Number of clock sinks</td><td>1024</td></tr>
<tr><td>Buffer cell driving the clock tree root</td><td>sky130_fd_sc_hd__clkbuf_16</td></tr>
<tr><td>Post-CTS setup buffer count</td><td>0</td></tr>
<tr><td>H-tree depth</td><td>3</td></tr>
<tr><td>Hold bufs inserted after CTS</td><td>0</td></tr>
<tr><td>TritonCTS clock tree</td><td>done</td></tr>
<tr><td>Post-CTS clock slew at the launch and capture registers of the worst setup and hold paths</td><td>0.04 ns</td></tr>
<tr><th colspan="2">Placement</th></tr>
<tr><td>Routability Congestion</td><td>0.888</td></tr>
<tr><td>Detailed-placement wirelength estimate</td><td>84.7 mm</td></tr>
<tr><td>I/O Buffers</td><td>112</td></tr>
<tr><th colspan="2">Finish</th></tr>
<tr><td>Fraction of layout cells with a size suffix above 1</td><td>24.4%</td></tr>
<tr><td>Leading registers by flop count</td><td>rf: 1024 flops</td></tr>
<tr><td>Relative area change from synthesis to final layout</td><td>23.6%</td></tr>
<tr><td>Leading cell types in the layout, fill and taps excluded</td><td>sky130_fd_sc_hd__inv_1, sky130_fd_sc_hd__edfxtp_1, sky130_fd_sc_hd__mux4_2</td></tr>
<tr><td>Flip-flop count of the largest register after layout</td><td>1024</td></tr>
<tr><td>Register name with the most flops</td><td>rf</td></tr>
<tr><td>Register area</td><td>0.0307 mm^2</td></tr>
<tr><td>Most common cell after layout, fill and taps aside</td><td>sky130_fd_sc_hd__inv_1</td></tr>
<tr><td>Area used by multi-input combinational logic</td><td>0.0156 mm^2</td></tr>
<tr><td>Number of inserted filler cells in the final layout</td><td>9054</td></tr>
<tr><th colspan="2">Setup path</th></tr>
<tr><td>Largest delay contributor family on the critical path</td><td>AND-OR/OR-AND gates</td></tr>
<tr><td>Timing startpoint of the critical path</td><td>rf[10][5]</td></tr>
<tr><td>Buffers plus inverters on the worst setup path</td><td>1</td></tr>
<tr><td>Total stage count of the critical path</td><td>5</td></tr>
<tr><td>Critical-path cell list</td><td>mux4_2 -&gt; a22o_1 -&gt; a2111oi_0 -&gt; nor3_1 -&gt; clkdlybuf4s50_1</td></tr>
<tr><td>Largest stage delay, worst path</td><td>0.75 ns</td></tr>
<tr><td>Nature of the critical path endpoint</td><td>primary output</td></tr>
<tr><td>Maximum fanout along the worst path</td><td>2</td></tr>
<tr><td>Critical path class</td><td>reg -&gt; out</td></tr>
<tr><td>Arrival time of the worst setup path</td><td>9.21 ns</td></tr>
<tr><td>Slowest cell on crit path</td><td>sky130_fd_sc_hd__a2111oi_0</td></tr>
<tr><td>Critical Path RT</td><td>9.44 ns</td></tr>
<tr><td>Startpoint Class</td><td>register</td></tr>
<tr><th colspan="2">Synthesis</th></tr>
<tr><td>Warnings, synthesis</td><td>1</td></tr>
<tr><td>Mean area per synthesized cell</td><td>20.6 um^2</td></tr>
<tr><td>Number of flops mapped to enable cells by yosys</td><td>1024</td></tr>
<tr><td>Combined area of all synthesized cells</td><td>0.0471 mm^2</td></tr>
<tr><td>Post-synthesis cell count from yosys</td><td>2291</td></tr>
<tr><td>Sequential fraction of the synthesis area</td><td>65.3%</td></tr>
<tr><td>Synth cell types</td><td>40</td></tr>
<tr><td>Prevailing post-synth register cell</td><td>sky130_fd_sc_hd__edfxtp_1</td></tr>
<tr><td>Yosys stat chip area</td><td>0.0471 mm^2</td></tr>
<tr><td>Synth async-reset ratio</td><td>0%</td></tr>
<tr><td>Syn Inst Count</td><td>2291</td></tr>
<tr><td>Synthesized registers</td><td>1024</td></tr>
<tr><th colspan="2">Min path</th></tr>
<tr><td>Endpoint of the worst hold path</td><td>rd2[12]</td></tr>
<tr><td>Hold path startpoint</td><td>ra2[1]</td></tr>
<tr><td>Worst Hold Path Cells</td><td>4</td></tr>
<tr><td>Worst Hold Class</td><td>in -&gt; out</td></tr>
<tr><th colspan="2">Run status</th></tr>
<tr><td>Result of the run</td><td>finished clean</td></tr>
</table>
[layer usage]
metal  track usage [%]  vias to the layer above  routed length [um]
met3              25.7                      393               28200
met2              39.5                     2303               71400
met4              12.7                        8                6220
met1              28.3                    14400               45300
li1                  -                    12500                   -
met5             0.920                        -                  70
[cells in the mapped netlist (all sizes together) (8+ instances only)]
library cell,count,area share [%]
clkbuf,69,0.55
edfxtp,1024,65
nor2b,13,0.17
mux4,465,22
a22oi,16,0.26
nor3,55,0.58
a2111oi,61,1.3
nor2,39,0.31
a21oi,8,0.085
o22ai,105,1.4
mux2i,160,3.4
buf,123,1.7
a22o,53,0.99
mux2,33,0.79
[how the worst max path moves through the flow]
stage         endpoint
CTS            rd2[31]
global route   rd2[31]
finish          rd2[5]
[layout make-up]
type	count	area share (%)
Clock inverter	1105	8.16
Sequential cell	1024	52.8
Multi-Input combinational cell	1071	26.7
Antenna cell	3	0.0129
Timing Repair Buffer	246	4.27
Tap cell	1524	3.28
Inverter	3	0.0194
Clock buffer	109	4.69
[what timing repair did]
item	4_1_cts	5_1_grt
gates resized	0	1
endpoints found under the hold margin	0	0
endpoints found under the setup margin	0	1
[logic make-up after synthesis]
logic type | share of synthesized area (%)
multiplexers | 26.4
flip-flops | 65.3
AND-OR/OR-AND | 4.36
buffers and inverters | 2.26
AND/OR/NAND/NOR | 1.63
[per-stage QoR]
step	utilization [%]	cell area (um^2)	total power [mW]	std cells	setup slack, ns
2_1_floorplan	-	47100	5.05	2291	1.11
3_3_place_gp	43.6	50700	5.36	3869	0.795
3_5_place_dp	43.6	50700	5.37	3869	0.819
4_1_cts	50.0	58200	9.75	5082	0.0791
5_1_grt	50.0	58200	10.2	5083	0.0853
6_report	50.0	58200	9.61	5085	0.229
[power by group through the flow]
stage         Sequential (mW)  Combinational, mW  Clock [mW]
CTS                      4.10              0.718        4.93
global route             4.10              0.760        5.32
finish                   4.10              0.718        4.79
Power and IR drop assume default switching activity.
